==> flow/design.v <==
interface rvfi_itf(input clk, input rst);
    logic halt;
    logic commit;
    logic [63:0] order;
    logic [31:0] inst;
    logic trap;
    logic [4:0] rs1_addr;
    logic [4:0] rs2_addr;
    logic [31:0] rs1_rdata;
    logic [31:0] rs2_rdata;
    logic load_regfile;
    logic [4:0] rd_addr;
    logic [31:0] rd_wdata;
    logic [31:0] pc_rdata;
    logic [31:0] pc_wdata;
    logic [31:0] mem_addr;
    logic [3:0] mem_rmask;
    logic [3:0] mem_wmask;
    logic [31:0] mem_rdata;
    logic [31:0] mem_wdata;
    logic [15:0] errcode;
endinterface
package pcmux;
typedef enum bit [1:0] {
    pc_plus4  = 2'b00
    ,alu_out  = 2'b01
    ,alu_mod2 = 2'b10
    ,cmp_out =  2'b11    
} pcmux_sel_t;
endpackage
package marmux;
typedef enum bit {
    pc_out = 1'b0
    ,alu_out = 1'b1
} marmux_sel_t;
endpackage
package cmpmux;
typedef enum bit[1:0] {
    rs1_out = 2'b00
    ,alu_out_ExMem1 = 2'b01
    ,r_data_MemWb1 = 2'b10
} cmpmux1_sel_t;
typedef enum bit[1:0] {
    rs2_out = 2'b00
    ,i_imm = 2'b01
    ,alu_out_ExMem2 = 2'b10
    ,r_data_MemWb2 = 2'b11
} cmpmux2_sel_t;
endpackage
package alumux;
typedef enum bit[1:0] {
    rs1_out = 2'b00
    ,pc_out = 2'b01
    ,alu_out_ExMem1 = 2'b10
    ,r_data_MemWb1 = 2'b11
} alumux1_sel_t;
typedef enum bit [2:0] {
    i_imm    = 3'b000
    ,u_imm   = 3'b001
    ,b_imm   = 3'b010
    ,s_imm   = 3'b011
    ,j_imm   = 3'b100
    ,rs2_out = 3'b101
    ,alu_out_ExMem2 = 3'b110
    ,r_data_MemWb2 = 3'b111
} alumux2_sel_t;
endpackage
package regfilemux;
typedef enum bit [3:0] {
    alu_out   = 4'b0000
    ,br_en    = 4'b0001
    ,u_imm    = 4'b0010
    ,lw       = 4'b0011
    ,pc_plus4 = 4'b0100
    ,lb        = 4'b0101
    ,lbu       = 4'b0110   
    ,lh        = 4'b0111
    ,lhu       = 4'b1000   
} regfilemux_sel_t;
endpackage
package cachemux;
typedef enum bit {
    r_data_MemWb     = 1'b0
    ,rs2_out_ExMem   = 1'b1
} cachemux_sel_t;
endpackage
module modular_bus_adapter
(
    output [255:0] mem_wdata256,
    input [255:0] mem_rdata256,
    input [31:0] mem_wdata,
    output [31:0] mem_rdata,
    input [3:0] mem_byte_enable,
    output logic [31:0] mem_byte_enable256,
    input [31:0] address
);
assign mem_wdata256 = {8{mem_wdata}};
assign mem_rdata = mem_rdata256[(32*address[4:2]) +: 32];
assign mem_byte_enable256 = {28'h0, mem_byte_enable} << (address[4:2]*4);
endmodule : modular_bus_adapter
==> flow/run.sh <==
#!/bin/bash
# OpenROAD 26Q1-2900-gdf79404cd8, Yosys 0.63+post, stock flow scripts
make -C /OpenROAD-flow-scripts/flow DESIGN_CONFIG=/design/flow/config.mk WORK_HOME=/design/flow/orfs finish
==> flow/config.mk <==
export PLATFORM = sky130hd
export DESIGN_NAME = modular_bus_adapter
export DESIGN_NICKNAME = modular_bus_adapter
export VERILOG_FILES = /design/flow/design.v
export SDC_FILE = /design/flow/constraint.sdc
export NUM_CORES = 4
export LEC_CHECK = 1
export CORE_AREA = 10 10 252 252
export DIE_AREA = 0 0 262 262
==> flow/constraint.sdc <==
current_design modular_bus_adapter

set clk_period 1.9
set clk_io_pct 0.2

create_clock -name clk0 -period $clk_period

set non_clock_inputs [all_inputs -no_clocks]
set_input_delay [expr $clk_period * $clk_io_pct] -clock clk0 $non_clock_inputs
set_output_delay [expr $clk_period * $clk_io_pct] -clock clk0 [all_outputs]
==> run summary <==
ys cells -> 419
GRT overflow -> 0
min-delay worst type -> primary input to primary output
slew margin rel. -> 74.1%
fp_density -> 7.32%
tool warnings -> 63
grt peak-use layer -> met2
fin crit period -> 2.17 ns
yosys simple share -> 4.32%
number of max-cap violations -> 0
Chip Width -> 262 um
top comb family, area -> buffers and inverters
synthesized area -> 4230 sq um
FF+latch area -> 0 sq um
DRT Pass-1 Iters -> 4
static leakage -> 0.00299 uW
f_max -> 461 MHz
Tightest Pin Transition -> 0.389 ns
pwr dens -> 208 nW/um^2
Post-Place Worst Slack -> -0.646 ns
via count -> 3,525
fin worst setup slack -> -0.269 ns
Mean Syn Cell Area -> 10.1 sq um
Initial DRC Count -> 104
WL final -> 21,500 um
RSZ-0062 raised after global routing -> yes
# rows -> 88
CP Capture Type -> primary output
Post-DRT Antenna Nets -> 0
DP Area -> 6570 sq um
XOR/XNOR Fraction of Synth Area -> 0%
Unique cell types -> 12
Worst VDD drop -> 0.102 mV
CP max FO -> 8
endpoints failing hold -> 0
status -> finished with violations
total die size -> 68,600 sq um
area delta synth->final -> 81.1%
# DRC -> 0
register share after synthesis -> 0%
Syn Inst Count -> 419
first-pass GRT wire length -> 29,300 um
crit path DRT -> 1.52 ns
Final HPWL DP -> 17,200 um
Setup CP Type -> primary input to primary output
routability congestion estimate from global placement -> 0.846
Via density -> 2.64
yosys adder share -> 0%
Floorplan Core Area -> 57,800 sq um
fill count -> 6,451
largest net degree at the start of global routing -> 33
share of cells above drive strength 1 -> 48.2%
AO/OA Area Share -> 0%
ratio of final minimum period to clock period -> 114%
met3 Use GR -> 3.39%
number of global-route vias before repair -> 4,214
Final Instance Area -> 7660 sq um
GRT Overall Usage -> 5.88%
yosys warns -> 0
failing checks -> setup timing
Max Slew Vio Count -> 0
final setup violation count -> 32
PortBufs -> 327
initial antenna violation count -> 9
startpoint types -> primary input
mux share -> 46.5%
met1 Usage GRT -> 5.58%
met2 Track Usage GR -> 10.4%
WL/cell -> 16.1 um
Clock buffer cells -> 0
I/O Pins -> 644
Hold Buf Count CTS -> 0
worst path arrival time -> 1.79 ns
Die Ht -> 262 um
yosys synthesis chip area -> 4230 sq um
Flops -> 0
## synthesized netlist by cell type (all sizes together)
| cell type | n | share of area [%] |
|---|---|---|
| buf | 269 | 48 |
| mux4 | 64 | 38 |
| mux2 | 32 | 8.5 |
| nor2 | 32 | 2.8 |
| clkbuf | 10 | 0.89 |
| nand2b | 6 | 0.89 |
| nand2 | 5 | 0.44 |
| or2 | 1 | 0.15 |
## cell families (layout without fill, tap and decap cells)
group / Yosys count / count (layout)
and+or+nand+nor: 44 / 44
muxes: 96 / 96
buffers and inverters: 279 / 426
other: 0 / 3
## critical path: stages
cell and delay (ns):
buf_16 0.14, buf_12 0.16, buf_8 0.12, buf_6 0.09, mux4_2 0.48, mux2_4 0.29
buf_6 0.11
## per-layer routing
metal	share of wire [%]	up-vias	routed length, um
met1	31	1595	6700
li1	-	1516	-
met2	48	331	10300
met5	0.11	-	23
met3	17	79	3550
met4	4.1	4	872
## layout by cell type (no fill, tap or decap), drive strengths merged
master / n
nor2: 32
mux4: 64
nand2: 5
or2: 1
clkdlybuf4s15: 5
clkbuf: 7
dlygate4sd2: 48
clkdlybuf4s50: 214
buf: 142
nand2b: 6
mux2: 32
dlymetal6s2s: 10
diode: 3
## per-stage QoR
step / cells / hold slack, ns / TNS (ns) / utilization, % / total power (uW)
2_1_floorplan: 419 / 0.826 / 0 / - / 715
6_report: 1334 / 0.760 / -6.16 / 13.3 / 1590
3_5_place_dp: 1251 / 0.760 / -25.48 / 11.4 / 1270
4_1_cts: 1329 / 0.760 / -7.75 / 13.1 / 1580
3_3_place_gp: 1251 / 0.760 / -25.02 / 11.4 / 1270
5_1_grt: 1331 / 0.760 / -7.52 / 13.2 / 1690
## area by class of cell
class,count,area (sq um),share of cell area (%)
well taps,765,957,12.5
diodes,3,7.51,0.0980
multi-input cells,140,2320,30.3
repair buffers,426,4370,57.1
## report_power, final
group / internal, uW / total, uW / switching (uW)
Clock: 0.000213 / 0.000213 / 0
Sequential: 0 / 0 / 0
Combinational: 1150 / 1590 / 439
## timing repair
item,in CTS,in global routing
gates cloned,5,0
endpoints found under the hold margin,0,0
setup buffers,73,13
pin swaps,31,8
endpoints found under the setup margin,64,48
resized,394,52
## final timing paths
kind,end,depth (start not counted),startpoint
setup / recovery,mem_rdata[6],7,address[2]
hold / removal,mem_wdata256[115],0,mem_wdata[19]
Power and IR drop assume default switching activity.
