==> flow/design.v <==
interface rvfi_itf(input clk, input rst);
    logic halt;
    logic commit;
    logic [63:0] order;
    logic [31:0] inst;
    logic trap;
    logic [4:0] rs1_addr;
    logic [4:0] rs2_addr;
    logic [31:0] rs1_rdata;
    logic [31:0] rs2_rdata;
    logic load_regfile;
    logic [4:0] rd_addr;
    logic [31:0] rd_wdata;
    logic [31:0] pc_rdata;
    logic [31:0] pc_wdata;
    logic [31:0] mem_addr;
    logic [3:0] mem_rmask;
    logic [3:0] mem_wmask;
    logic [31:0] mem_rdata;
    logic [31:0] mem_wdata;
    logic [15:0] errcode;
endinterface
package pcmux;
typedef enum bit [1:0] {
    pc_plus4  = 2'b00
    ,alu_out  = 2'b01
    ,alu_mod2 = 2'b10
    ,cmp_out =  2'b11    
} pcmux_sel_t;
endpackage
package marmux;
typedef enum bit {
    pc_out = 1'b0
    ,alu_out = 1'b1
} marmux_sel_t;
endpackage
package cmpmux;
typedef enum bit[1:0] {
    rs1_out = 2'b00
    ,alu_out_ExMem1 = 2'b01
    ,r_data_MemWb1 = 2'b10
} cmpmux1_sel_t;
typedef enum bit[1:0] {
    rs2_out = 2'b00
    ,i_imm = 2'b01
    ,alu_out_ExMem2 = 2'b10
    ,r_data_MemWb2 = 2'b11
} cmpmux2_sel_t;
endpackage
package alumux;
typedef enum bit[1:0] {
    rs1_out = 2'b00
    ,pc_out = 2'b01
    ,alu_out_ExMem1 = 2'b10
    ,r_data_MemWb1 = 2'b11
} alumux1_sel_t;
typedef enum bit [2:0] {
    i_imm    = 3'b000
    ,u_imm   = 3'b001
    ,b_imm   = 3'b010
    ,s_imm   = 3'b011
    ,j_imm   = 3'b100
    ,rs2_out = 3'b101
    ,alu_out_ExMem2 = 3'b110
    ,r_data_MemWb2 = 3'b111
} alumux2_sel_t;
endpackage
package regfilemux;
typedef enum bit [3:0] {
    alu_out   = 4'b0000
    ,br_en    = 4'b0001
    ,u_imm    = 4'b0010
    ,lw       = 4'b0011
    ,pc_plus4 = 4'b0100
    ,lb        = 4'b0101
    ,lbu       = 4'b0110   
    ,lh        = 4'b0111
    ,lhu       = 4'b1000   
} regfilemux_sel_t;
endpackage
package cachemux;
typedef enum bit {
    r_data_MemWb     = 1'b0
    ,rs2_out_ExMem   = 1'b1
} cachemux_sel_t;
endpackage
module regfile
(
    input clk,
    input rst,
    input load,
    input [31:0] in,
    input [4:0] src_a, src_b, dest,
    output logic [31:0] reg_a, reg_b
);
logic [31:0] data [32];
always_ff @(posedge clk)
begin
    if (rst)
    begin
        for (int i=0; i<32; i=i+1) begin
            data[i] <= '0;
        end
    end
    else if (load && dest)
    begin
        data[dest] <= in;
    end
end
always_comb
begin
   if (src_a == dest && dest != 0) begin
        reg_a = in;
    end
	else begin
        reg_a = src_a ? data[src_a] : 0;
	end
	if(src_b == dest && dest != 0) begin
        reg_b = in;
    end
	else begin
        reg_b = src_b ? data[src_b] : 0;
	end
end
endmodule : regfile
==> flow/run.sh <==
#!/bin/bash
# OpenROAD 26Q1-2900-gdf79404cd8, Yosys 0.63+post, stock flow scripts
make -C /OpenROAD-flow-scripts/flow DESIGN_CONFIG=/design/flow/config.mk WORK_HOME=/design/flow/orfs finish
==> flow/config.mk <==
export PLATFORM = sky130hd
export DESIGN_NAME = regfile
export DESIGN_NICKNAME = regfile
export VERILOG_FILES = /design/flow/design.v
export SDC_FILE = /design/flow/constraint.sdc
export NUM_CORES = 4
export LEC_CHECK = 1
export CORE_UTILIZATION = 50
==> flow/constraint.sdc <==
current_design regfile

set clk_period 18.8
set clk_io_pct 0.2

create_clock -name clk0 -period $clk_period [get_ports {clk}]

set non_clock_inputs [all_inputs -no_clocks]
set_input_delay [expr $clk_period * $clk_io_pct] -clock clk0 $non_clock_inputs
set_output_delay [expr $clk_period * $clk_io_pct] -clock clk0 [all_outputs]
==> ci_impl_report.md <==
### Flow metrics

| Metric | Value |
|---|---|
| Growth of design area from synthesis to finish | `11.8%` |
| Tally of yosys warning messages | `1` |
| Cells after synthesis | `3824` |
| AND-OR/OR-AND Cells, Area Fraction | `0.0627` |
| Remaining design rule violation count | `0` |
| Starting density of the core | `0.505` |
| Largest net degree at the start of global routing | `approximately 58` |
| Sequence of cells on the critical path | `buf_8 -> buf_4 -> buf_4 -> buf_4 -> mux4_2 -> mux2_2 -> a221oi_1 -> a21oi_1 -> a22o_1 -> clkdlybuf4s50_1` |
| Area fraction in and, or, nand and nor cells | `0.131` |
| Post_cts resized | `0` |
| CTS root buffer | `clkbuf_16` |
| Post-route ant nets | `0` |
| Layout cells sized above 1 | `0.211` |
| Worst path depth | `10` |
| Most used standard cell by instance count after synthesis | `edfxtp_1` |
| Buf+Inv Stages, Crit Path | `5` |
| Bufs on Longest Clock Path | `3` |
| Final period util | `0.653` |
| Hold/Removal Path Class | `in2reg` |
| Detailed Route WL | `195000 µm` |
| Clock tree from TritonCTS | `built` |
| Crit-path leading delay family | `buffers and inverters` |
| Number of I/O port buffers | `between 100 and 150` |
| Fin. max-slew vios | `0` |
| Leading registers by flop count | `data: 1024 flops` |
| Cell occurring most often along the worst timing path | `buf_4` |
| Buffer count from post-CTS setup fixing | `0` |
| Flip-flop count of the largest register, all copies and words added | `between 1000 and 1500` |
| Hold_buf cts | `0` |
| Hold Path Cell Cnt | `2` |
| Core area | `109000 µm²` |
| Initial antenna violation count | `6` |
| Drt first-iter violations | `~2300` |
| Total die area | `111000 µm²` |
| Static leakage | `21.6 nW` |
| Count of state elements after synthesis | `1024` |
| DIE HEIGHT | `334 µm` |
| Number of global-route vias before repair | `39172` |
| Arrival @ worst endpoint | `8.51 ns` |
| Detail-routed via count per cell | `roughly 6.7` |
| Maximum net fanout on the critical path | `57` |
| Final RePlAce weighted congestion | `0.956` |
| Mean instance size in the synthesized netlist | `14.4 µm²` |
| Filler cell count | `8248` |
| Pwr per Cell Area | `approximately 93 nW/µm²` |
| Main flop type after synthesis | `edfxtp_1` |
| Worst rel slew slack | `0.0101` |
| Count of maximum capacitance violations | `0` |
| Worst setup margin | `between 6 and 7 ns` |
| Run status | `finished, final reports clean` |
| Total cells reported by yosys after synthesis | `3824` |
| Data required time at the worst endpoint | `15.04 ns` |
| Logic family by area | `multiplexers` |
| Synth Cell Area | `55000 µm²` |
| Routed wire length per instance | `36.5 µm` |
| Max rail drop VDD | `roughly 0.00008 V` |
| Wire length of the first global-routing pass | `roughly 280000 µm` |
| Pre-Repair DR Iteration Count | `5` |
| Stage-log warning count | `26` |
| Slowest library cell on the worst path | `buf_4` |
| Cell type contributing the most total cell area after synthesis | `edfxtp_1` |
| Synth Area in Adders | `0` |
| Floorplan die width | `334 µm` |
| Remaining Overflow, GRT | `0` |
| Worst min-delay path startpoint | `rst` |
| Io pins | `114` |
| Post-route setup TNS | `0 ns` |
| Largest cells by area | `edfxtp_1 (56%), mux4_2 (15%), and2_1 (11%)` |
| Sequential cell area fraction in the yosys report | `0.559` |
| Endpoints failing hold | `0` |
| List of most frequent post-synthesis cells | `edfxtp_1 (1024), and2_1 (995), mux4_2 (362)` |
| Post-place setup slack | `6.42 ns` |
| Area share of the largest cell type after synthesis | `0.559` |
| Endpoint type of the worst setup path | `primary output` |
| Worst-margin pin slew | `~1.5 ns` |
| Type of element launching the critical path | `primary input` |
| WHS Endpoint | `data[0][3]$_SDFFCE_PN0P_` |
| Shortest period the worst path allows | `12.27 ns` |
| Type of the worst setup path | `in2out` |
| Fraction of registers with async set/reset | `0` |
| Post-synth cell types | `46` |
| Standard-cell row count | `121` |
| XOR/XNOR Fraction of Synth Area | `0.00143` |
| Synth mux share | `0.212` |
| Critical Path Max Stage Delay | `between 0.6 and 0.7 ns` |
| WHS | `3.80 ns` |
| Clock transition at the register clock pins on the worst setup and hold paths after CTS | `0.06 ns` |
| Maximum clock rate | `roughly 80 MHz` |
| Number of endpoints failing setup at the final stage | `0` |
| H-tree levels | `3` |
| RSZ-0062 raised after global routing | `no` |
| Area reported by Yosys stat | `approximately 55000 µm²` |
| Post-synth EDFFs | `1024` |
| Global routing usage summed across all routing layers | `0.393` |
| Total half-perimeter wirelength after legalization and detailed placement | `114000 µm` |
| Total clock buffers created by CTS | `~110` |
| Clock sink total | `1024` |
| Reg with most FFs | `data` |
| Core utilization of the finished layout | `0.564` |
| Vias after detailed routing | `35658` |
[final cells by class]
| type | instances | area [µm²] | area share |
|---|---|---|---|
| sequential | 1024 | 30700 | 0.500 |
| multi-input combinational | 2409 | 22800 | 0.371 |
| clock buffer | 130 | 2980 | 0.0484 |
| timing repair buffer | 281 | 2390 | 0.0389 |
| tap | 1414 | 1770 | 0.0288 |
| clock inverter | 78 | 798 | 0.0130 |
| antenna | 3 | 7.51 | 0.000122 |
| inverter | 1 | 3.75 | 0.0000610 |
[worst max path at each step]
stage / startpoint / end / slack (ns)
6_report: src_a[0] / reg_a[28] / 6.53
5_1_grt: src_a[0] / reg_a[28] / 6.24
4_1_cts: src_a[0] / reg_a[28] / 6.41
[placed cells by master (no fill, tap or decap), drive strengths merged, types with 70 or more instances in the layout]
master / synthesis / final
edfxtp: 1024 / 1024
and2: 996 / 996
mux4: 367 / 367
mux2i: 294 / 294
buf: 119 / 179
clkbuf: 302 / 130
a22oi: 102 / 102
clkdlybuf4s50: 0 / 102
a21oi: 73 / 73
nand2: 70 / 70
[per-layer routing]
metal  track usage  part of all wire
met1         0.473              0.31
met2         0.532              0.44
met3         0.312              0.19
met4         0.160             0.053
met5        0.0569            0.0042
[cell families after synthesis]
kind of cell	Yosys count
simple gates	1199
flops	1024
mux	702
compound gates	467
buf+inv	422
xor+xnor	9
other cells	1
[report_power, final]
part	total, mW	switching [mW]	internal, mW
Clock	2.28	0.920	1.36
Combinational	0.714	0.419	0.295
Sequential	2.70	0.0634	2.64
Total	5.69	1.40	4.29
[through the flow]
step	cells	area (µm²)	power (mW)
floorplan	3855	55100	3.13
global placement	5129	57700	3.44
detailed placement	5129	57700	3.45
CTS	5337	61500	5.70
global route	5339	61500	5.84
finish	5340	61500	5.69
Power and IR drop assume default switching activity.
